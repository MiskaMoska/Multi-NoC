==> /design/flow/run.sh <==
#!/bin/bash
# OpenROAD 26Q1-2900-gdf79404cd8, Yosys 0.63+post, stock flow scripts
make -C /OpenROAD-flow-scripts/flow DESIGN_CONFIG=/design/flow/config.mk WORK_HOME=/design/flow/orfs finish
==> /design/flow/design.v <==
module AsyncFIFO_RTL#(
    parameter   DATA_WIDTH =                            16,
    parameter   ADDR_WIDTH =                            4
)(
    input       wire                                    wrclk,
    input       wire                                    rstn_wrclk,
    input       wire        [DATA_WIDTH-1:0]            wr_data,
    input       wire                                    wr_en,
    output      wire                                    full,
    input       wire                                    rdclk,
    input       wire                                    rstn_rdclk,
    output      wire        [DATA_WIDTH-1:0]            rd_data,
    input       wire                                    rd_en,
    output      wire                                    empty
);
wire [ADDR_WIDTH:0] wrptr_gnext,wrptr_bnext;
reg [ADDR_WIDTH:0] wrptr_gray,wrptr_bin;
assign wrptr_bnext = wrptr_bin + (wr_en & (~full));
always@(posedge wrclk or negedge rstn_wrclk)
begin
    if(~rstn_wrclk)
        wrptr_gray <= 0;
    else 
        wrptr_gray <= wrptr_gnext;
end
genvar i;
integer k,j;
generate
    for(i=0;i<=ADDR_WIDTH;i=i+1)
    begin
        if(i!=ADDR_WIDTH)
            assign wrptr_gnext[i] = wrptr_bnext[i] ^ wrptr_bnext[i+1];
        else
            assign wrptr_gnext[i] = wrptr_bnext[ADDR_WIDTH];
    end
endgenerate
always@(*)
begin
    for(k=0;k<=ADDR_WIDTH;k=k+1)
    begin
        for(j=k;j<=ADDR_WIDTH;j=j+1)
        begin
            if(j==k)
                wrptr_bin[k] = wrptr_gray[k];
            else
                wrptr_bin[k] = wrptr_bin[k] ^ wrptr_gray[j];
        end
    end
end
wire [ADDR_WIDTH:0] rdptr_gnext,rdptr_bnext;
reg [ADDR_WIDTH:0] rdptr_gray,rdptr_bin;
assign rdptr_bnext = rdptr_bin + (rd_en & (~empty));
always@(posedge rdclk or negedge rstn_rdclk)
begin
    if(~rstn_rdclk)
        rdptr_gray <= 0;
    else 
        rdptr_gray <= rdptr_gnext;
end
generate
    for(i=0;i<=ADDR_WIDTH;i=i+1)
    begin
        if(i!=ADDR_WIDTH)
            assign rdptr_gnext[i] = rdptr_bnext[i] ^ rdptr_bnext[i+1];
        else
            assign rdptr_gnext[i] = rdptr_bnext[ADDR_WIDTH];
    end
endgenerate
always@(*)
begin
    for(k=0;k<=ADDR_WIDTH;k=k+1)
    begin
        for(j=k;j<=ADDR_WIDTH;j=j+1)
        begin
            if(j==k)
                rdptr_bin[k] = rdptr_gray[k];
            else
                rdptr_bin[k] = rdptr_bin[k] ^ rdptr_gray[j];
        end
    end
end
Block_DualPort_RAM #(
    .DATA_WIDTH               (DATA_WIDTH),
    .ADDR_WIDTH               (ADDR_WIDTH)
)DualRAM(
    .clka                     (wrclk),
    .clkb                     (rdclk),
    .addra                    (wrptr_bin[ADDR_WIDTH-1:0]),
    .addrb                    (rdptr_bin[ADDR_WIDTH-1:0]),
    .doutb                    (rd_data),
    .dina                     (wr_data),
    .wea                      (wr_en & (~full)),
    .rea                      (rd_en & (~empty))
);
reg [ADDR_WIDTH:0] rdptr_sync1,rdptr_sync2;
always@(posedge wrclk or negedge rstn_wrclk)
begin
    if(~rstn_wrclk)
    begin
        rdptr_sync1 <= 0;
        rdptr_sync2 <= 0;
    end
    else
    begin
        rdptr_sync1 <= rdptr_gray;
        rdptr_sync2 <= rdptr_sync1;
    end
end
reg [ADDR_WIDTH:0] wrptr_sync1,wrptr_sync2;
always@(posedge rdclk or negedge rstn_rdclk)
begin
    if(~rstn_rdclk)
    begin
        wrptr_sync1 <= 0;
        wrptr_sync2 <= 0;
    end
    else
    begin
        wrptr_sync1 <= wrptr_gray;
        wrptr_sync2 <= wrptr_sync1;
    end
end
reg [ADDR_WIDTH:0] wrptr_sync2_bin,rdptr_sync2_bin;
always@(*)
begin
    for(k=0;k<=ADDR_WIDTH;k=k+1)
    begin
        for(j=k;j<=ADDR_WIDTH;j=j+1)
        begin
            if(j==k)
                rdptr_sync2_bin[k] = rdptr_sync2[k];
            else
                rdptr_sync2_bin[k] = rdptr_sync2_bin[k] ^ rdptr_sync2[j];
        end
    end
end
always@(*)
begin
    for(k=0;k<=ADDR_WIDTH;k=k+1)
    begin
        for(j=k;j<=ADDR_WIDTH;j=j+1)
        begin
            if(j==k)
                wrptr_sync2_bin[k] = wrptr_sync2[k];
            else
                wrptr_sync2_bin[k] = wrptr_sync2_bin[k] ^ wrptr_sync2[j];
        end
    end
end
assign full  =  (wrptr_bin[ADDR_WIDTH] != rdptr_sync2_bin[ADDR_WIDTH]) &
                (wrptr_bin[ADDR_WIDTH-1:0] == rdptr_sync2_bin[ADDR_WIDTH-1:0]);
assign empty =  (rdptr_bin == wrptr_sync2_bin);
endmodule
module Block_DualPort_RAM #(
    parameter DATA_WIDTH = 32,
    parameter ADDR_WIDTH = 4
)(
    input clka,
    input clkb,
    input [ADDR_WIDTH-1:0] addra,
    input [ADDR_WIDTH-1:0] addrb,
    input [DATA_WIDTH-1:0] dina,
    output reg [DATA_WIDTH-1:0] doutb,
    input wea,
    input rea
);
reg [DATA_WIDTH-1:0] mem [(2**ADDR_WIDTH-1):0];
always@(posedge clka) begin
    if(wea) 
        mem[addra] <= dina;
end
always@(posedge clkb) begin
    if(rea)
        doutb <= mem[addrb];
end
endmodule
==> /design/flow/config.mk <==
export PLATFORM = sky130hd
export DESIGN_NAME = AsyncFIFO_RTL
export DESIGN_NICKNAME = AsyncFIFO_RTL
export VERILOG_FILES = /design/flow/design.v
export SDC_FILE = /design/flow/constraint.sdc
export NUM_CORES = 4
export LEC_CHECK = 1
export CORE_UTILIZATION = 50
==> /design/flow/constraint.sdc <==
current_design AsyncFIFO_RTL

set clk_period 11.0
set clk_io_pct 0.2

create_clock -name clk0 -period $clk_period [get_ports {rdclk}]
create_clock -name clk1 -period $clk_period [get_ports {wrclk}]

set non_clock_inputs [all_inputs -no_clocks]
set_input_delay [expr $clk_period * $clk_io_pct] -clock clk0 $non_clock_inputs
set_output_delay [expr $clk_period * $clk_io_pct] -clock clk0 [all_outputs]
==> notes.md <==
From the run reports.

- The run finished with clean final reports.
- The source of the worst register-to-register timing path reads rdptr_gray[1].
- The area fraction of the largest cell type after synthesis is 0.6793.
- The depth of the worst register-to-register path is 10.
- The TritonCTS clock tree reads yes.
- Across all layers, the routed design uses 6090 vias.
- The number of setup violations in the final report is 0.
- The final-layout setup total negative slack is 0 ns.
- The startpoint type of the worst setup path is a flop.
- Across every metal layer, demand over resource in global routing totals 0.2598.
- The post-route antenna net violation count is 0.
- The kind of path behind the tightest hold check reads reg -> reg.
- Summed over all nets, the switching power comes to 1.420 mW.
- The total power consumption of the routed design is around 4.2 mW.
- The routability congestion estimate from global placement reads between 0.8 and 0.9.
- The synth_stat.txt file lists the number of cells as about 640.
- On the final layout, the worst clock skew is roughly 0.011 ns.
- Yosys reports a chip area of 12020 um^2.
- The slew check shows that the tightest pin keeps a relative margin of 0.4848.
- The row count is 56.
- The maximum vdd drop is 177.9 uV.
- The total count of max-transition violations in the final report is 0.
- The count of max-cap constraint violations reads 0.
- Measured along the y axis, the die boundary spans around 160 um.
- The clock network fraction of total power is 0.243.
- The first-iteration detailed-routing DRC count is 422.
- The synthesis report gives the async set-or-reset register share as 0.09934.
- The synthesized netlist occupies a cell area of 12020 um^2.
- In this run the power density over the cells is a little over 300 nW/um^2.
- The first element of the critical path is wrptr_gray[2].
- The maximum number of pins on one net before global-route repair is ~52.
- The post-synth tally of flip-flops with integrated enable reads 272.
- The startpoint of the lowest-slack hold path is rdptr_gray[3].
- The mean area per synthesized cell is roughly 19 um^2.
- Setup repair after global routing left no endpoint under its margin.
- The kind of critical path reads reg -> out.
- After detailed routing, the average wire length per cell comes to around 26 um.
- The most instantiated flip-flop cell in the synthesis netlist reads sky130_fd_sc_hd__edfxtp_1.
- The detailed-route DRC error count reads 0.
- The number of resized instances in the post-cts repair step is 0.
- The report puts the hold buffer count at CTS at 0.
- Counting instances in the post-synthesis netlist gives the leading cell types as 272 x sky130_fd_sc_hd__edfxtp_1, 49 x sky130_fd_sc_hd__mux2i_1, 31 x sky130_fd_sc_hd__nor2_1, 30 x sky130_fd_sc_hd__dfrtp_1, 30 x sky130_fd_sc_hd__mux4_2.
- The critical path data arrival time reads 2.74 ns.
- Counting the warning lines in the Yosys log gives 2.
- The via count of the first global-routing pass is approximately 6500.
- Of the total power, the share spent switching nets is 0.3349.
- Once synthesis finished, the tally of register bits stood at about 300.
- Compared with the post-synthesis result, the final layout area differs by 15.30%.
- In the post-synthesis netlist, the biggest area contributors are sky130_fd_sc_hd__edfxtp_1 68%, sky130_fd_sc_hd__dfrtp_1 6.2%, sky130_fd_sc_hd__mux4_2 5.6%, sky130_fd_sc_hd__mux2i_1 4.1%, sky130_fd_sc_hd__xnor2_1 1.8%.
- The cell area after layout reads approximately 14000 um^2.
- The number of detailed-route iterations in the first pass reads 4.
- The number of diodes added for antenna fixing is 0.
- The number of antenna violations at the first check in global routing reads 0.
- The layout cell share with drive strength beyond 1 reads 0.1898.
- The first-pass GRT wire length is ~40000 um.
- Of all cell types, the one taking the most synthesized area is sky130_fd_sc_hd__edfxtp_1.
- The I/O pin count is about 40.
- The internal power summed over all cells reads ~2.8 mW.
- After filler insertion, the fill cell instance count of the layout stands at about 1700.
- Across all stage logs, warnings added up to 26.
- The registers of the reported paths see a clock transition of around 0.060 ns.
- The portion of the post-synthesis area used by sequential elements reads 0.7417.
- The number of setup buffers added after CTS is 0.
- The endpoint class of the critical path reads an output port.
- The post-detailed-placement half-perimeter wirelength reads 15460 um.
- The die covers approximately 25000 um^2.
- The power report attributes to the sequential group a share of 0.406.
- The post-detailed-routing wire length reads between 20000 and 30000 um.
- The die width reads 157.1 um.
- The hold path depth reads 0.
- The gate count after technology mapping reads ~640.
- The count of buffers from port buffering reads 38.
- The report shows a maximum critical-path fanout of 10.
- The count of endpoints failing hold in the final timing report is 0.
- In this run, distinct cell masters in the synthesized netlist total around 47.
- The core utilization before placement reads 0.5107.
- The terminating pin of the worst hold path is rdptr_sync1[3].
- For the worst reg-to-reg path, the endpoint reported by OpenROAD is rdptr_gray[3].
- The top cell type by instance count after synthesis is sky130_fd_sc_hd__edfxtp_1.
- The number of clock sinks reads between 300 and 400.
- In this run the register-to-register setup slack is approximately 7.7 ns.
- The number of vias per cell is roughly 5.8.
- The total placed instance area is 12860 um^2.
- The global route total overflow reads 0.
- The leakage component of the power is between 4 and 5 nW.
- The core region is approximately 24000 um^2.
- The part of the total power dissipated in combinational logic reads 0.351.
- At the pin with the least slew margin, the transition time is roughly 0.77 ns.
- According to the timing report, the data required time at the worst endpoint equals about 8.8 ns.
==> state kept, by name, summed over array words and instances, names as in the netlist <==
register,cells
DualRAM.doutb,16
rdptr_sync2,5
wrptr_sync1,5
wrptr_sync2,5
wrptr_gray,5
rdptr_gray,5
DualRAM.mem,256
rdptr_sync1,5
==> power groups by stage <==
stage / combinational (mW) / clock (mW) / sequential (mW)
after global routing: 1.63 / 1.10 / 1.75
final: 1.49 / 1.03 / 1.72
after CTS: 1.50 / 1.05 / 1.73
==> final cells by class <==
class                           instances  area, um^2  share of cell area
Sequential cell                       302        8927              0.6440
Multi-Input combinational cell        302        2964              0.2138
Clock buffer                           49       958.4             0.06913
Timing Repair Buffer                   62       560.5             0.04043
Tap cell                              319       399.1             0.02879
Clock inverter                         10       46.29            0.003339
Inverter                                2       7.507           0.0005415
==> per-stage QoR <==
| stage | std cells | hold WS [ns] | setup slack, ns | utilization |
|---|---|---|---|---|
| 6_report | 1046 | 0.2837 | 6.061 | 0.5889 |
| 5_1_grt | 1046 | 0.3007 | 5.930 | 0.5889 |
| 4_1_cts | 1046 | 0.2825 | 6.085 | 0.5889 |
| 3_5_place_dp | 987 | 0.3347 | 6.579 | 0.5462 |
| 3_3_place_gp | 987 | 0.3341 | 6.580 | 0.5462 |
| 2_1_floorplan | 638 | 0.3312 | 7.153 | - |
==> logic make-up after synthesis <==
logic type / count (synthesis) / share of synthesized area
flip-flops: 302 / 0.7417
multiplexers: 109 / 0.1326
AND/OR/NAND/NOR: 82 / 0.03299
AND-OR/OR-AND: 70 / 0.04475
XOR/XNOR: 37 / 0.02872
buffers and inverters: 34 / 0.01509
adder cells (fa/ha/maj): 4 / 0.004162
==> critical path, stage by stage, from the launching register on <==
cell and delay [ns]:
sky130_fd_sc_hd__dfrtp_1 0.56, sky130_fd_sc_hd__xnor3_1 0.43, sky130_fd_sc_hd__xor2_1 0.34, sky130_fd_sc_hd__inv_2 0.11, sky130_fd_sc_hd__xnor2_1 0.16, sky130_fd_sc_hd__nor2_1 0.12, sky130_fd_sc_hd__clkdlybuf4s50_1 0.47
==> how the worst max path moves through the flow <==
stage	slack [ns]	end	cells past startpoint
after global routing	5.93	full	6
final	6.06	full	6
after CTS	6.09	full	6
==> cells in the final DEF, fill, tap and decap left out, types with 5 or more instances in the layout <==
cell and instances:
sky130_fd_sc_hd__o2111ai_1 6, sky130_fd_sc_hd__edfxtp_1 272, sky130_fd_sc_hd__mux2_1 10, sky130_fd_sc_hd__a221oi_1 9, sky130_fd_sc_hd__nand2b_1 7, sky130_fd_sc_hd__clkdlybuf4s50_1 38, sky130_fd_sc_hd__nor2b_1 5, sky130_fd_sc_hd__and2_1 9
sky130_fd_sc_hd__nor2_2 17, sky130_fd_sc_hd__mux2_2 14, sky130_fd_sc_hd__clkbuf_1 11, sky130_fd_sc_hd__clkinv_2 7, sky130_fd_sc_hd__xor2_1 10, sky130_fd_sc_hd__mux4_2 30, sky130_fd_sc_hd__clkbuf_16 35, sky130_fd_sc_hd__a2111oi_0 5
sky130_fd_sc_hd__mux4_1 6, sky130_fd_sc_hd__o22ai_1 8, sky130_fd_sc_hd__o211ai_1 5, sky130_fd_sc_hd__mux2i_1 49, sky130_fd_sc_hd__o221ai_1 10, sky130_fd_sc_hd__xnor2_1 25, sky130_fd_sc_hd__nand2_1 16, sky130_fd_sc_hd__dfrtp_1 27
sky130_fd_sc_hd__a221o_1 5, sky130_fd_sc_hd__o21ai_0 8, sky130_fd_sc_hd__nor2_1 15, sky130_fd_sc_hd__buf_4 24
==> routing by layer <==
layer / GRT usage / routed length, um / up-vias
met5: 0 / 0 / -
met4: 0.04207 / 548 / 0
met3: 0.1867 / 4306 / 37
met2: 0.3566 / 12350 / 353
met1: 0.3769 / 9780 / 2996
li1: - / - / 2704
No activity file was given, so power comes from the tool's default toggle rates.
